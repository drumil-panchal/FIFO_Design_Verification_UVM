**design/flow/run.sh**
```bash
#!/bin/bash
# OpenROAD 26Q1-2900-gdf79404cd8, Yosys 0.63+post, stock flow scripts
make -C /OpenROAD-flow-scripts/flow DESIGN_CONFIG=/design/flow/config.mk WORK_HOME=/design/flow/orfs finish
```
**design/flow/config.mk**
```make
export PLATFORM = sky130hd
export DESIGN_NAME = FIFO
export DESIGN_NICKNAME = FIFO
export VERILOG_FILES = /design/flow/design.v
export SDC_FILE = /design/flow/constraint.sdc
export NUM_CORES = 4
export LEC_CHECK = 1
export CORE_UTILIZATION = 40
```
**design/flow/constraint.sdc**
```tcl
current_design FIFO

set clk_period 4.7
set clk_io_pct 0.2

create_clock -name clk0 -period $clk_period [get_ports {clk}]

set non_clock_inputs [all_inputs -no_clocks]
set_input_delay [expr $clk_period * $clk_io_pct] -clock clk0 $non_clock_inputs
set_output_delay [expr $clk_period * $clk_io_pct] -clock clk0 [all_outputs]
```
**design/flow/design.v**
```verilog
`timescale 1ns / 1ps
module FIFO(
    input clk,
    input rst,
    input wr,
    input rd,
    input [7:0] din,
    output reg [7:0] dout,                   
    output empty,
    output full,
    output logic overflow,
    output logic underflow
    );
    reg [3:0] wptr = 0, rptr = 0;            
    reg [4:0] cnt = 0;                       
    reg [7:0] mem [15:0];                    
    always @(posedge clk)
        begin
            if(rst == 1)
                begin
                    wptr <= 0;
                    rptr <= 0;
                    cnt <= 0;
                    dout <= 0;
                    overflow <= 0;
                    underflow <= 0;
                end
            else
                begin
                    overflow <= 0;       
                    underflow <= 0;
                    if(wr && !rd) begin          
                        if(!full) begin
                            mem[wptr] <= din;
                            wptr <= wptr + 1;
                            cnt <= cnt + 1;
                        end
                        else begin
                            overflow <= 1'b1;
                        end
                    end
                    else if(rd && !wr) begin
                        if(!empty) begin
                            dout <= mem[rptr];
                            rptr <= rptr + 1;
                            cnt <= cnt - 1;
                        end
                        else begin
                            underflow <= 1'b1;
                        end
                    end
                    else if (wr && rd) begin
                        if (!full && !empty) begin
                            mem[wptr] <= din;
                            dout <= mem[rptr];
                            wptr <= wptr + 1;
                            rptr <= rptr + 1; 
                            cnt <= cnt;                  
                        end
                        else if (full) begin
                            overflow <= 1'b1;  
                            dout <= mem[rptr];
                            rptr <= rptr + 1;
                            cnt <= cnt - 1;                 
                        end
                        else if (empty) begin
                            underflow <= 1'b1;  
                            mem[wptr] <= din;
                            wptr <= wptr + 1;
                            cnt <= cnt + 1;                   
                        end
                    end
                end          
        end
    assign empty = (cnt == 0) ? 1'b1 : 1'b0;     
    assign full = (cnt == 16) ? 1'b1 : 1'b0;     
endmodule
interface fifo_if;
    logic clk, rd, wr, rst;
    logic empty, full;
    logic [7:0] din;
    logic [7:0] dout;
    logic overflow;
    logic underflow;
endinterface
```
==> impl_results.rst <==
Flow metrics
------------

.. list-table::
   :header-rows: 1

   * - Metric
     - Value
   * - Result of the run
     - completed
   * - Inserted Clock Buffers
     - 17
   * - Max-slew violation count
     - 0
   * - DR DRC count
     - 0
   * - Total routing usage reported by global routing
     - roughly 19%
   * - Number of sinks driven by the clock tree
     - ~150
   * - Kind of launch point of the worst setup path
     - input pin
   * - Total via count after detailed routing
     - between 3000 and 4000
   * - Count of hold-fix buffers inserted at cts
     - 0
   * - Classification of the worst setup path
     - input pin to flop
   * - Placeable core area
     - between 0.015 and 0.02 mm²
   * - Iter 0 DRT Violations
     - roughly 160
   * - TNS Setup
     - 0 ps
   * - Nature of the critical path endpoint
     - flop
   * - Vertical extent of the die
     - approximately 130 µm
   * - Wire per inst
     - 21.4 µm
   * - Chip area
     - 0.0159 mm²
   * - Post-layout period usage of the worst path
     - approximately 76%
   * - Clock tree root driver cell
     - sky130_fd_sc_hd__clkbuf_16
   * - Netlist Area Pre-Place
     - approximately 0.0062 mm²
   * - Cell taking the most area after synthesis
     - sky130_fd_sc_hd__edfxtp_1
   * - Post-detailed-route via-to-cell ratio
     - 5.53
   * - Worst-case clock skew
     - around 6.6 ps
   * - Cell count in the Yosys report
     - about 350
   * - Critical path arrival
     - approximately 3600 ps
   * - Area share of the largest cell type after synthesis
     - 62.2%
   * - Synthesized instance count
     - 350
   * - Fraction of layout cells with a size suffix above 1
     - approximately 20%
   * - Dominant register cell in the synthesized netlist
     - sky130_fd_sc_hd__edfxtp_1
   * - Final antenna-violating net count
     - 0
   * - Number of flops mapped to enable cells by yosys
     - approximately 130
   * - Peak fanout along the critical path
     - 10
   * - Largest net degree at the start of global routing
     - 36
   * - Count of TritonRoute iterations in the first routing pass
     - 6
   * - Post-DP HPWL
     - 8.01 mm
   * - Clock insertion delay at the later pin of the skew report
     - between 400 and 500 ps
   * - Placer congestion estimate
     - between 0.8 and 0.9
   * - Remaining max-slew budget at the tightest pin
     - 46.3%
   * - Unrepaired setup endpoints after global routing
     - no
   * - Peak Freq
     - roughly 280 MHz
   * - Vias in the first global route
     - approximately 3600
   * - Critical Path, Cell by Cell
     - clkdlybuf4s50_1 > inv_1 > ha_1 > nand2b_1 > a211oi_1 > nand2_1 > nor2_1
   * - Number of max-capacitance violations reported
     - 0
   * - FF-to-FF setup slack
     - approximately 1700 ps
   * - Total of buffers placed on input and output ports
     - 23
   * - Worst endpoint required time
     - about 4700 ps
   * - Clock tree from TritonCTS
     - yes
   * - Buffers plus inverters on the worst setup path
     - 2
   * - Delay of the slowest cell on the worst path
     - approximately 700 ps
   * - Largest delay share family, worst path
     - simple AND/OR/NAND/NOR gates
   * - Count leader, synth
     - sky130_fd_sc_hd__edfxtp_1
   * - Worst setup margin
     - ~1100 ps
   * - Buffer depth of the longest clock path
     - 2
   * - Commonest cells post-synth
     - sky130_fd_sc_hd__edfxtp_1 (128), sky130_fd_sc_hd__mux4_2 (32), sky130_fd_sc_hd__nor2_1 (25), sky130_fd_sc_hd__dfxtp_1 (23), sky130_fd_sc_hd__mux2i_1 (19)
   * - Seq/Total Area, Yosys
     - 69.7%
   * - Starting density of the core
     - between 40% and 50%
   * - Count of boundary I/O pins
     - 24
   * - Dominant cells by area after synthesis
     - sky130_fd_sc_hd__edfxtp_1 (62%), sky130_fd_sc_hd__mux4_2 (12%), sky130_fd_sc_hd__dfxtp_1 (7.5%)
   * - Number of warning messages in the logs
     - 32
   * - Time the final worst path needs with I/O delays and setup
     - roughly 3600 ps
   * - Power Density
     - around 480 mW/mm²
   * - Final Hold Vio Count
     - 0
   * - Synthesis-to-finish area growth
     - 16.6%
   * - Post-Place Worst Slack
     - 742 ps
   * - Diodes inserted
     - 0
   * - Area of the synthesized netlist per yosys stat
     - 0.00618 mm²
   * - Cell type of the slowest stage on the worst timing path
     - sky130_fd_sc_hd__a211oi_1
   * - Worst Tran Pin Value
     - between 800 and 900 ps
   * - Flip-flop and latch count after synthesis
     - 151
   * - Clock edge transition at the registers on the reported setup and hold paths
     - approximately 60 ps
   * - Mean Syn Cell Area
     - approximately 18 µm²
   * - Antenna violations before repair
     - 0
   * - Maximum resistive drop on vdd
     - around 360 µV
   * - Chip Width
     - approximately 130 µm
   * - FFs w/ async S/R, synth
     - 0%
   * - Number of H-tree branching levels
     - 4
   * - Final setup vio count
     - 0
   * - Total grt overflow
     - 0
   * - Yosys warns
     - 1
   * - Number of library cell types mapped by synthesis
     - just over 40
   * - Std cell rows
     - 45
   * - Total wirelength of the detailed-routed design
     - 12.4 mm
   * - First-pass GRT wire length
     - roughly 20 mm
   * - Setup Fix Bufs, Post-CTS
     - 0
   * - Class of the most critical hold timing path
     - flop to flop
   * - Post-CTS resize count
     - 0
   * - Static leakage
     - ~0.0023 µW
worst min-delay path, stage by stage, from the launching register on:
cell	delay [ps]
sky130_fd_sc_hd__dfxtp_1	340
sky130_fd_sc_hd__nand3b_1	90
sky130_fd_sc_hd__o221ai_1	70
path summary, 6_finish.rpt:
| check | start | to | cells past startpoint |
|---|---|---|---|
| worst max-delay path | wr | mem[15][4]$_DFFE_PP_ | 7 |
| worst min-delay path | dout[3]$_SDFFE_PP0P_ | dout[3]$_SDFFE_PP0P_ | 2 |
| worst max register to register | cnt[0]$_SDFFE_PP0P_ | mem[15][4]$_DFFE_PP_ | 7 |
| worst min register to register | dout[3]$_SDFFE_PP0P_ | dout[3]$_SDFFE_PP0P_ | 2 |
sequential cells by signal, summed over array words and instances, names as in the netlist:
| register | cells |
|---|---|
| rptr | 4 |
| underflow | 1 |
| dout | 8 |
| overflow | 1 |
| cnt | 5 |
| wptr | 4 |
| mem | 128 |
placed cells by master (no fill, tap or decap), types with 4 or more instances in the layout:
cell type                           n
sky130_fd_sc_hd__nand2b_1           4
sky130_fd_sc_hd__nor3_1             6
sky130_fd_sc_hd__nand2_1            5
sky130_fd_sc_hd__dfxtp_1           22
sky130_fd_sc_hd__o221ai_1           8
sky130_fd_sc_hd__clkbuf_16         17
sky130_fd_sc_hd__inv_6              5
sky130_fd_sc_hd__nand3b_1           8
sky130_fd_sc_hd__mux2i_1           19
sky130_fd_sc_hd__buf_4              8
sky130_fd_sc_hd__clkdlybuf4s50_1   23
sky130_fd_sc_hd__a21oi_1            4
sky130_fd_sc_hd__xnor2_1            8
sky130_fd_sc_hd__ha_1              11
sky130_fd_sc_hd__edfxtp_1         128
sky130_fd_sc_hd__mux4_2            32
sky130_fd_sc_hd__inv_1             11
sky130_fd_sc_hd__nor2_1            25
per-layer routing:
layer,vias up,GRT usage [%],wire length [µm]
met4,0,1.84,140
met3,10,13.4,1730
met5,-,0,0
li1,1435,-,-
met2,182,25.3,5370
met1,1573,26.9,5140
final cells by class:
cell class	instances	area [µm²]
Clock buffer	18	429
Clock inverter	14	171
Fill cell	1238	7940
Inverter	11	41.3
Multi-Input combinational cell	166	1730
Sequential cell	151	4310
Tap cell	188	235
Timing Repair Buffer	31	290
per-stage QoR:
stage	util, %	hold WS [ps]	total power, µW	std cells	instance area (µm²)
2_1_floorplan	-	445	1910	350	6180
3_3_place_gp	43.6	514	2080	547	6600
3_5_place_dp	43.6	513	2090	547	6600
4_1_cts	47.6	538	3460	579	7200
5_1_grt	47.6	584	3580	579	7200
6_report	47.6	535	3430	579	7200
report_power, final:
part	internal, µW	switching [µW]
Combinational	250	250
Sequential	1500	51.5
Clock	840	530
Total	2600	831
logic make-up (layout without fill, tap and decap cells):
logic type / Yosys count / after routing / synth area share [%]
compound gates: 25 / 25 / 3.32
fa+ha+maj: 11 / 11 / 2.23
simple gates: 69 / 69 / 6.28
buf+inv: 33 / 74 / 2.31
mux: 52 / 52 / 14.9
xor+xnor: 9 / 9 / 1.28
flops: 151 / 151 / 69.7
Power is estimated from default activity; no workload was simulated.
